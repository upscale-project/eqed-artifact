File: config.mk
export PLATFORM = sky130hd
export DESIGN_NAME = beh_fifo
export DESIGN_NICKNAME = beh_fifo
export VERILOG_FILES = /design/flow/design.v
export SDC_FILE = /design/flow/constraint.sdc
export NUM_CORES = 4
export LEC_CHECK = 1
export CORE_UTILIZATION = 30
export SYNTH_MEMORY_MAX_BITS = 65536
File: constraint.sdc
current_design beh_fifo

set clk_period 558.6
set clk_io_pct 0.2

create_clock -name clk0 -period $clk_period [get_ports {rclk}]
create_clock -name clk1 -period $clk_period [get_ports {wclk}]

set non_clock_inputs [all_inputs -no_clocks]
set_input_delay [expr $clk_period * $clk_io_pct] -clock clk0 $non_clock_inputs
set_output_delay [expr $clk_period * $clk_io_pct] -clock clk0 [all_outputs]
File: design.v
module fbd_fifo (rdata,wfull,rempty,wdata,winc,wclk,wrst_n,rinc,rclk,rrst_n,count);
parameter DSIZE = 72;
parameter ASIZE = 6;
output [DSIZE-1:0] rdata;
output             wfull;
output             rempty;
input  [DSIZE-1:0] wdata;
input              winc,wclk,wrst_n;
input              rinc,rclk,rrst_n;
output [ASIZE-1:0] count;
reg   [ASIZE-1:0]  count_reg;
wire [ASIZE-1:0]  waddr,raddr;
wire [ASIZE:0] wptr,rptr,wrptr2,rwptr2;
wire [ASIZE-1:0] count = count_reg;
sync_r2w   sync_r2w ( .wrptr2(wrptr2),
                     .rptr(rptr),
                     .wclk(wclk),
                     .wrst_n(wrst_n));
sync_w2r    sync_w2r(  .rwptr2(rwptr2),
                     .wptr(wptr),
                     .rclk(rclk),
                     .rrst_n(rrst_n));
fifomem   fifomem ( .rdata(rdata),
                                 .wdata(wdata),
                                 .waddr(waddr),
                                 .raddr(raddr),
                                 .wclken(winc),
                                 .wclk(wclk));
rptr_empty   rptr_empty ( .rempty(rempty),
                                 .raddr(raddr),
                                 .rptr(rptr),
                                 .rwptr2(rwptr2),
                                 .rinc(rinc),
                                 .rclk(rclk),
                                 .rrst_n(rrst_n));
wptr_full   wptr_full ( .wfull(wfull),
                               .waddr(waddr),
                               .wptr(wptr),
                               .wrptr2(wrptr2),
                               .winc(winc),    
                               .wclk(wclk),    
                               .wrst_n(wrst_n));
endmodule
module beh_fifo (rdata,wfull,rempty,wdata,winc,wclk,wrst_n,rinc,rclk,rrst_n,inv);
parameter DSIZE = 72;
parameter ASIZE = 6;
output [DSIZE-1:0] rdata;
output             wfull;
output             rempty;
input  [DSIZE-1:0] wdata;
input              winc,wclk,wrst_n;
input              rinc,rclk,rrst_n;
input              inv;
wire [ASIZE-1:0]  waddr,raddr;
reg [ASIZE:0] wptr,wrptr1,wrptr2,wrptr3;
reg [ASIZE:0] rptr,rwptr1,rwptr2,rwptr3;
parameter MEMDEPTH = 1<<ASIZE;
  reg [DSIZE-1:0] ex_mem [0:MEMDEPTH-1];
initial begin
{rwptr3,rwptr2,rwptr1} = 0;
 rptr = 0;
 {wrptr3,wrptr2,wrptr1}  =0;
  wptr = 0; 
end
assign rdata=ex_mem[rptr[ASIZE-1:0]];
always@(posedge wclk) 
begin
 if ( !wrst_n || inv) wptr <= 0;
 else if (winc && ~wfull) begin
   ex_mem[wptr[ASIZE-1:0]] <= wdata;
   wptr <= wptr+1;
 end
end
always@(posedge wclk)
 if (!wrst_n || inv ) {wrptr3,wrptr2,wrptr1}  <=0;
 else          {wrptr3,wrptr2,wrptr1}  <= {wrptr2,wrptr1,rptr} ;
always@(posedge rclk)
 if (!rrst_n || inv) rptr <=0;
 else if ( rinc && !rempty ) rptr <= rptr+1;
always@(posedge rclk)
 if (!rrst_n || inv ) {rwptr3,rwptr2,rwptr1}  <=0;
 else          {rwptr3,rwptr2,rwptr1}  <= {rwptr2,rwptr1,wptr} ;
assign rempty = (rptr[ASIZE:0] == rwptr3[ASIZE:0]) ? 1'b1 : 1'b0;
assign wfull = (( wptr[ASIZE-1:0] == wrptr3[ASIZE-1:0]) & ( wptr[ASIZE] != wrptr3[ASIZE]));
endmodule
File: run.sh
#!/bin/bash
# OpenROAD 26Q1-2900-gdf79404cd8, Yosys 0.63+post, stock flow scripts
make -C /OpenROAD-flow-scripts/flow DESIGN_CONFIG=/design/flow/config.mk WORK_HOME=/design/flow/orfs finish
==> flow_summary.json <==
{
  "yosys-dominant-comb-family": "multiplexers",
  "worst_slack_ps": 440430,
  "synth.area.mux_share_pct": 15.58,
  "xor_share_pct": 0.1039,
  "core_util_floorplan_pct": 30.18,
  "drtAntennaViolNets": 0,
  "tritoncts": "yes",
  "grt_pass1_vias": 94960,
  "cts_sinks": 4664,
  "ys_sh_aoi_pct": 3.173,
  "most-common-layout-cells": "edfxtp_1, mux4_2, clkbuf_16",
  "viasPerCell": 5.168,
  "area_delta_synth_final_pct": 15.12,
  "vias": 85080,
  "yosys-stat-area_um2": 177100,
  "die-width_um": 770.3,
  "hold_viol_final": 0,
  "routed_wl_mm": 502.8,
  "irDropWorstVdd_mv": 0.002581,
  "coreArea_um2": 586800,
  "grt_max_degree": 104,
  "ff_type": "edfxtp_1",
  "fa_ha_area_share_pct": 0.01413,
  "cap_viol_max_count": 0,
  "setup_viol": 0,
  "post-route-cell-area_um2": 203800,
  "p_leak_nw": 59.65,
  "ys_types": 49,
  "grt_pass1_wl_mm": 706.1,
  "critPathCaptureType": "output pin",
  "antenna_found_initial": 28,
  "avgSynthCellArea_um2": 22.91,
  "drive_gt1_share_pct": 26.53,
  "clkTransAtPathRegs_ps": 100,
  "warning_count": 30,
  "finalWeightedCongestion": 0.8348,
  "skew_ps": 79.39,
  "rsz0062_at_grt": "no",
  "final_max_slew_viol_count": 0,
  "grt_overflow": 0,
  "yosysWarnings": 1,
  "drc": 0,
  "cp.arrival_ps": 6450,
  "slew-limit-headroom_pct": 18.30,
  "drt-pass1-iter-count": 5,
  "worst_pin_slew_ps": 1218,
  "status": "finished, final reports clean",
  "power_density_nw_per_um2": 3.354,
  "die_y_um": 770.3,
  "ys_cells": 7729,
  "cp.required_ps": 446880,
  "totalPowerFinal_mw": 0.6837,
  "synth_cells": 7729,
  "synth_seq_share_pct": 78.78,
  "lay_top_count": "edfxtp_1",
  "fill_cells": 52570,
  "wl_per_cell_um": 30.55,
  "placementRows": 281,
  "async_flop_share_pct": 0,
  "start_kind": "flop",
  "setup_tns_ps": 0,
  "pin_count": 153,
  "netlist_area_um2": 177100,
  "post-dp-hpwl_mm": 278.2,
  "hold_class": "reg -> reg",
  "chip_area_um2": 593300,
  "ys.flops": 4664,
  "largest_reg_flops": 4608,
  "io_buffers": 151,
  "crit_type": "reg -> out",
  "pre_cts_ws_ps": 440610,
  "fin_hold_ws_ps": 128.9,
  "cp_max_fo": 103,
  "grt_use_total_pct": 18.14,
  "synth-edff-count": 4608,
  "ys_sh_simple_pct": 1.109,
  "place_area_um2": 189800,
  "cts-resized-gates": 0,
  "drt_iter0_markers": 5367
}
[cell families (layout without fill, tap and decap cells)]
kind of cell | count (synthesis) | count (layout)
adders and majority gates | 2 | 2
AOI/OAI and AO/OA | 781 | 781
and+or+nand+nor | 358 | 358
buffers and inverters | 461 | 1395
muxes | 1442 | 1442
other | 0 | 16
xor gates and xnor gates | 21 | 21
DFF | 4664 | 4664
[cell usage after synthesis, drive strengths merged (3+ instances only)]
library cell | instances | share of area [%]
a21oi | 159 | 0.45
mux2 | 49 | 0.31
o221ai | 50 | 0.25
and2 | 41 | 0.14
nor3 | 15 | 0.042
mux4 | 1047 | 13
xnor2 | 15 | 0.074
nand2b | 23 | 0.081
or3b | 3 | 0.015
or4 | 8 | 0.034
buf | 268 | 0.83
a22oi | 185 | 0.78
nor2 | 90 | 0.19
mux2i | 346 | 2.0
a211oi | 151 | 0.64
edfxtp | 4608 | 78
and3 | 11 | 0.039
a221oi | 34 | 0.17
xor2 | 6 | 0.030
nand2 | 19 | 0.040
nor2b | 108 | 0.38
nand3 | 11 | 0.031
a22o | 18 | 0.089
a21o | 5 | 0.021
dfxtp | 56 | 0.63
nand3b | 3 | 0.013
or3 | 21 | 0.074
o211a | 50 | 0.28
a2111oi | 4 | 0.020
o311ai | 17 | 0.084
o22ai | 89 | 0.31
clkbuf | 191 | 0.40
o21ai | 4 | 0.011
a31oi | 5 | 0.018
o211ai | 4 | 0.017
[worst max-delay path: stages, from the launching register on]
cell             delay, ps
dfxtp_4                780
buf_4                  650
buf_4                  610
buf_4                  720
buf_12                 570
buf_4                  750
mux4_2                 400
a211oi_1               390
a22oi_1                280
o211a_1                310
clkdlybuf4s50_1        430
[per-layer routing]
| layer | vias up | share of wire, % | track usage, % |
|---|---|---|---|
| li1 | 34320 | - | - |
| met1 | 42130 | 28 | 16.56 |
| met2 | 7549 | 45 | 26.33 |
| met3 | 1031 | 23 | 19.28 |
| met4 | 47 | 3.7 | 5.139 |
| met5 | - | 0.27 | 2.070 |
[per-stage QoR]
stage	cells	utilization (%)
after floorplan	7729	-
after global placement	15640	32.35
after detailed placement	15640	32.35
after CTS	16450	34.73
after global routing	16460	34.74
final	16460	34.74
[what timing repair did]
action	CTS	global route
buffers inserted	0	0
hold buffers	1	0
hold endpoints to repair	1	0
[final cells by class]
| cell class | instances | area (um2) | area share [%] |
|---|---|---|---|
| multi-input cells | 2604 | 35940 | 17.63 |
| clock buffers | 526 | 11420 | 5.602 |
| inverters | 2 | 7.507 | 0.003683 |
| repair buffers | 587 | 4627 | 2.270 |
| flip-flops and latches | 4664 | 139500 | 68.44 |
| diodes | 16 | 40.04 | 0.01964 |
| well taps | 7782 | 9737 | 4.777 |
| clock inverters | 280 | 2556 | 1.254 |
[final timing paths]
kind / slack [ps] / from / depth (start not counted) / end
min in group clk0: 400 / rwptr2[1]$_SDFF_PP0_ / 1 / rwptr3[1]$_SDFF_PP0_
min: 130 / rptr[2]$_SDFFE_PP0P_ / 1 / wrptr1[2]$_SDFF_PP0_
min reg2reg: 130 / rptr[2]$_SDFFE_PP0P_ / 1 / wrptr1[2]$_SDFF_PP0_
max reg2reg: 553510 / wptr[3]$_SDFFE_PP0P_ / 8 / ex_mem[54][14]$_DFFE_PP_
max in group clk1: 443280 / inv / 6 / ex_mem[54][14]$_DFFE_PP_
max: 440430 / rptr[1]$_SDFFE_PP0P_ / 10 / rdata[33]
[where the power goes]
| group | switching [mW] | internal [mW] | leakage (nW) |
|---|---|---|---|
| sequential | 0.0000581 | 0.384 | 41.9 |
| clock | 0.130 | 0.161 | 6.83 |
| combinational | 0.00613 | 0.00126 | 11.0 |
| total | 0.136 | 0.547 | 59.7 |
Power figures rest on the tool's default switching activity, not on a simulated workload.
